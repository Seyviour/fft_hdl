<file path="flow/config.mk">
export PLATFORM = sky130hd
export DESIGN_NAME = RAM_arbiter
export DESIGN_NICKNAME = RAM_arbiter
export VERILOG_FILES = /design/flow/design.v
export SDC_FILE = /design/flow/constraint.sdc
export NUM_CORES = 4
export LEC_CHECK = 1
export CORE_AREA = 10 10 180 180
export DIE_AREA = 0 0 190 190
</file>
<file path="flow/design.v">
module RAM_arbiter #(
    parameter N = 32,
    word_size = 16,
    address_width = $clog2(N)
) (
    input wire clk, reset,
    input wire fft_busy, 
    input wire io_wr_en, fft_wr_en, 
    input wire io_read_en, fft_read_en,
    input wire [address_width-1: 0] io_wr_address1, io_wr_address2,
    input wire [address_width-1: 0] io_rd_address1, io_rd_address2,
    input wire [word_size*2-1: 0] io_wr_sample1, io_wr_sample2,
    output reg [word_size*2-1: 0] io_rd_sample1, io_rd_sample2,
    input wire [address_width-1: 0] fft_wr_address1, fft_wr_address2,
    input wire [address_width-1: 0] fft_rd_address1, fft_rd_address2,
    input wire [word_size*2-1: 0] fft_wr_sample1, fft_wr_sample2,
    output reg [word_size*2-1: 0] fft_rd_sample1, fft_rd_sample2,
    input wire [word_size*2-1: 0] cram_rd_data1, cram_rd_data2,
    output reg [word_size*2-1: 0] cram_wr_data1, cram_wr_data2,
    output reg [address_width-1: 0] cram_rd_address1, cram_rd_address2,
    output reg [address_width-1: 0] cram_wr_address1, cram_wr_address2,
    output reg cram_wr_en, cram_read_en
);
always @(*) begin
    {io_rd_sample1, io_rd_sample2} = {cram_rd_data1, cram_rd_data2};
    {fft_rd_sample1, fft_rd_sample2} = {cram_rd_data1, cram_rd_data2};
end
always @(*) begin
    if (fft_busy) begin
        cram_rd_address1 = fft_rd_address1;
        cram_rd_address2 = fft_rd_address2;
        cram_wr_address1 = fft_wr_address1;
        cram_wr_address2 = fft_wr_address2;
        cram_wr_en = fft_wr_en;
        cram_read_en = fft_read_en; 
        {cram_wr_data1, cram_wr_data2} = {fft_wr_sample1, fft_wr_sample2};
    end else begin
        cram_rd_address1 = io_rd_address1;
        cram_rd_address2 = io_rd_address2;
        cram_wr_address1 = io_wr_address1;
        cram_wr_address2 = io_wr_address2;
        cram_wr_en = io_wr_en;
        cram_read_en = io_read_en; 
        {cram_wr_data1, cram_wr_data2} = {io_wr_sample1, io_wr_sample2};
    end
end
endmodule
</file>
<file path="flow/constraint.sdc">
current_design RAM_arbiter

set clk_period 1.0
set clk_io_pct 0.2

create_clock -name clk0 -period $clk_period

set non_clock_inputs [all_inputs -no_clocks]
set_input_delay [expr $clk_period * $clk_io_pct] -clock clk0 $non_clock_inputs
set_output_delay [expr $clk_period * $clk_io_pct] -clock clk0 [all_outputs]
</file>
<file path="flow/run.sh">
#!/bin/bash
# OpenROAD 26Q1-2900-gdf79404cd8, Yosys 0.63+post, stock flow scripts
make -C /OpenROAD-flow-scripts/flow DESIGN_CONFIG=/design/flow/config.mk WORK_HOME=/design/flow/orfs finish
</file>
==> job_summary.md <==
### Flow metrics

| Metric | Value |
|---|---|
| Worst EP arrival | around 1.2 ns |
| Source of the worst hold timing path | cram_rd_data1[16] |
| Crit path max-delay family | buffers and inverters |
| Number of buffers and inverters on the critical path | 6 |
| Tally of OpenROAD warnings | 37 |
| Cell area after technology mapping | 2210 sq um |
| Placed instance count | between 700 and 800 |
| Largest logic family | multiplexers |
| Total gr overflow | 0 |
| Failing checks | setup timing |
| Worst hold path stage count | 0 |
| Count of hold-fix buffers inserted at cts | 0 |
| P&R area growth vs syn | 129% |
| Terminating pin of the worst hold path | fft_rd_sample1[16] |
| Yosys-reported design area after synthesis | between 2000 and 2500 sq um |
| Adders+Majority by Area | 0% |
| Largest stage delay on the critical path | about 0.28 ns |
| Fill count | around 3.1k |
| Static Leakage | about 2.7 nW |
| Area of the die | about 36000 sq um |
| Total number of placement rows | 62 |
| Count of vias placed by the detailed router | approximately 2.2k |
| Critical path class | in -> out |
| Final setup fails | 86 |
| Max-capacitance violation count | 0 |
| Min setup slack post-route | -0.422 ns |
| Vias per cell | about 2.8 |
| Overall global routing resource usage | around 5.6% |
| Number of hold violations in the final report | 0 |
| Total power divided by cell area | roughly 380 nW/um^2 |
| Input/output buffers | between 200 and 300 |
| Cell count after synthesis | between 200 and 250 |
| Library cells used by synthesis | 7 |
| Synth mux share | between 50% and 60% |
| Number of standard cells in the layout, taps in and fillers out | 796 |
| Xor/xnor cell area share of the yosys netlist | 0% |
| Register cell area after layout | 0 sq um |
| Critical path, cell by cell | clkbuf_16 -> buf_16 -> buf_8 -> buf_6 -> buf_6 -> mux2_4 -> buf_2 |
| Worst voltage drop across the vdd grid | approximately 0.00013 V |
| First-pass GRT wire length | approximately 15 mm |
| Starting Density | just under 8% |
| Required @ worst endpoint | 0.80 ns |
| Top library cells by usage in the layout, fill and taps aside | clkdlybuf4s50_1 (86), mux2_4 (81), buf_6 (59) |
| DRT Wirelength | around 12 mm |
| Initial antenna violation count | 0 |
| Critical Path Sink Type | primary output |
| Final estimated routing congestion in global placement | between 0.7 and 0.8 |
| Share of synthesized cell area in and-or and or-and compound cells | 0% |
| Largest net degree at the start of global routing | 16 |
| HPWL after detailed placement | ~9 mm |
| Antenna-violating nets left | 0 |
| Final period utilization | 142% |
| Via count of the first global-routing pass | approximately 2.4k |
| Worst slew margin | 89.3% |
| Antenna Cells | 0 |
| Crit-path most repeated cell | buf_6 |
| Result of the run | complete, but fails checks |
| First-pass iteration count of the detailed router | 4 |
| Syn Area/Cell | ~9.8 sq um |
| Flop count | 0 |
| Die W | 190 um |
| Simple-gate share of the synthesized area | 0% |
| Number of standard cells reported by yosys | around 220 |
| Yosys warning count | 1 |
| Layout cell share with drive strength beyond 1 | between 50 and 60% |
| Final slew viol count | 0 |
| Type of element launching the critical path | primary input |
| DIE HEIGHT | 190 um |
| RSZ-0062 raised after global routing | yes |
| Total negative setup slack | -21.06 ns |
| Floorplan core area | between 20000 and 30000 sq um |
| Minimum clock period | between 1 and 1.5 ns |
| Maximum operating frequency | roughly 700 MHz |
| Max Fanout on Critical Path | 5 |
| Type of the most critical hold path | in -> out |
| Total Power | approximately 1.9 mW |
| Transition time at the pin with the least slew margin | roughly 0.16 ns |
| Commonest Layout Cell | clkdlybuf4s50_1 |
| Post-route DRC | 0 |
| Post-synthesis sequential area ratio | 0% |
| Violation count after the first detailed-route iteration | 32 |
| Wire per inst | about 15 um |
| Count of clock-net buffers in the final layout | 0 |
| Boundary pin count | 453 |
| Critical path's slowest cell | mux2_4 |
## layout make-up
type,instances,area [sq um],area share (%)
Timing Repair Buffer,326,3310,65.4
Tap cell,384,480,9.49
Multi-Input combinational cell,86,1270,25.1
## cell usage after synthesis
cell	count	share of area [%]
mux2_2	46	23
buf_4	128	44
buf_12	4	3.6
buf_8	1	0.68
buf_2	4	0.91
buf_6	1	0.51
mux2_4	40	27
## layer usage
metal  vias to the layer above  part of all wire (%)  GRT usage [%]
met2                       303                    40           7.02
met4                         4                  0.25          0.153
met5                         -                  0.77           1.92
li1                        999                     -              -
met3                         8                    19           5.38
met1                       918                    40           6.80
## timing repair
action / CTS / global route
buffers inserted: 16 / 45
cloned: 3 / 4
resized: 209 / 236
endpoints found under the setup margin: 86 / 86
## kinds of logic (layout without fill, tap and decap cells)
logic type,after synthesis,count (layout)
mux,86,86
buf+inv,138,326
## report_power, final
part	switching, mW	internal, mW
sequential	0	0
clock	0	0
combinational	0.447	1.46
## stage by stage
stage | area [sq um] | hold WS [ns] | util, % | worst slack [ns]
2_1_floorplan | 2210 | 0.466 | - | -0.0558
3_3_place_gp | 4250 | 0.400 | 14.8 | -0.613
3_5_place_dp | 4250 | 0.400 | 14.8 | -0.587
4_1_cts | 4360 | 0.400 | 15.2 | -0.522
5_1_grt | 5060 | 0.400 | 17.7 | -0.450
6_report | 5060 | 0.400 | 17.7 | -0.422
## worst max path at each step
stage / startpoint / end / slack (ns) / depth (start not counted)
4_1_cts: fft_busy / cram_wr_en / -0.52 / 4
6_report: fft_busy / cram_rd_address1[0] / -0.42 / 7
5_1_grt: fft_busy / cram_rd_address1[0] / -0.45 / 7
Power and IR drop assume default switching activity.
