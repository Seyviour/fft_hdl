==> design.v <==
module cMult #(
    parameter N = 32,
    word_size = 16
) (
    input wire reset,
    input wire clk,
    input wire i_valid,
    input wire signed [word_size*2-1:0] A, 
    input wire signed [word_size*2-1:0] B,
    output wire o_valid,
    output wire signed [word_size*2-1:0] C
);
wire signed [word_size-1: 0] Ar = A[word_size*2-1: word_size];
wire signed [word_size-1: 0] Ai = A[word_size-1: 0];
wire signed [word_size-1: 0] Br = B[word_size*2-1: word_size];
wire signed [word_size-1: 0] Bi = B[word_size-1: 0];
reg signed [word_size-1: 0] Cr, Ci;
reg [2:0] SR; 
reg signed [2*word_size-1: 0] RR;  
reg signed [2*word_size-1: 0] II;  
reg signed [2*word_size-1: 0] RI;  
reg signed [2*word_size-1: 0] IR;  
reg signed [2*word_size-1: 0] R_sum;  
reg signed [2*word_size-1: 0] I_sum;  
reg signed [2*word_size-1: 0] R_sum_rounded;  
reg signed [2*word_size-1: 0] I_sum_rounded;  
always @(posedge clk) begin
    if (reset) 
        SR <= 3'b0;
    else begin
        SR[2] <= i_valid;
        SR[1] <= SR[2]; 
        SR[0] <= SR[1];
    end
end
assign o_valid = SR[0];
always @(posedge clk) begin
    if (reset) begin
        RR <= 0;
        II <= 0;
        RI <= 0;
        IR <= 0;
    end else begin   
        RR <= Ar * Br;
        II <= Ai * Bi;
        RI <= Ar * Bi;
        IR <= Ai * Br;
    end
end
always @(posedge clk) begin
    if(reset) begin
        R_sum <= 0;
        I_sum <= 0;
    end
    else begin
        R_sum <= RR - II;
        I_sum <= RI + IR; 
    end   
end
always @(posedge clk) begin
    if(reset) begin
        R_sum_rounded <= 0;
        I_sum_rounded <= 0;
    end
    else begin
        R_sum_rounded <= R_sum + {{1'b0}, {1'b1}, {(word_size-2){1'b0}}};  
        I_sum_rounded <= I_sum + {{1'b0}, {1'b1}, {(word_size-2){1'b0}}};  
    end   
end
always @(*) begin
        Cr <= R_sum_rounded[2*word_size-2: word_size-1];
        Ci <= I_sum_rounded[2*word_size-2: word_size-1]; 
end
assign C = {Cr, Ci};
initial begin
    $dumpfile("cMult.vcd");
    $dumpvars(0, cMult);
end
endmodule
==> run.sh <==
#!/bin/bash
# OpenROAD 26Q1-2900-gdf79404cd8, Yosys 0.63+post, stock flow scripts
make -C /OpenROAD-flow-scripts/flow DESIGN_CONFIG=/design/flow/config.mk WORK_HOME=/design/flow/orfs finish
==> config.mk <==
export PLATFORM = sky130hd
export DESIGN_NAME = cMult
export DESIGN_NICKNAME = cMult
export VERILOG_FILES = /design/flow/design.v
export SDC_FILE = /design/flow/constraint.sdc
export NUM_CORES = 4
export LEC_CHECK = 1
export CORE_UTILIZATION = 50
==> constraint.sdc <==
current_design cMult

set clk_period 14.6
set clk_io_pct 0.2

create_clock -name clk0 -period $clk_period [get_ports {clk}]

set non_clock_inputs [all_inputs -no_clocks]
set_input_delay [expr $clk_period * $clk_io_pct] -clock clk0 $non_clock_inputs
set_output_delay [expr $clk_period * $clk_io_pct] -clock clk0 [all_outputs]
==> run summary <==
final clock skew: 0.01490 ns
CP top delay family: adder cells
DR WL/cell: 17.87 um
critical path launch point type: input port
Worst-Margin Slew: 0.8287 ns
DR pass1 iterations: 5
Yosys Chip Area: 45,930 um2
Reg clk slew, reported paths: 0.08 ns
cts bufs inserted: 17
DIE HEIGHT: 305.1 um
final hold violations: 0
Dominant comb cell: adder cells
Buf/Inv on CP: 5
Post-route DRC: 0
post-synthesis compound-gate area fraction: 0.05187
Late-Pin Clk Latency: 0.51 ns
GRT overflow: 0
I/O pin count: 100
count of input and output buffers: 99
EDFF count, synth: 0
most used cell, CP: fa_1
antenna violations before repair: 2
Root Buffer: clkbuf_16
H-Tree Depth: 4
Slowest cell on crit path: clkdlybuf4s50_1
Placer Congestion: 0.9180
CP arrival: 9.85 ns
Syn. warnings: 3
cts repair resizes: 0
fmax: 105.4 MHz
worst-case headroom to the max-slew limit: 0.4458
largest net degree at the start of global routing: 80
Post-DRT Antenna Nets: 0
count leader, synth: inv_1
CP required: 14.96 ns
first-pass GRT wire length: 188.2 mm
syn avg cell area: 9.086 um2
GRT Overall Usage: 0.2799
HP Class: reg -> reg
tool warnings: 25
vias in the first global route: 34,580
total wire length: 111.0 mm
Placed Area: 48,070 um2
number of hold buffers added after CTS: 0
core area: 90,560 um2
critical path class: in -> reg
total number of vias: 32,080
placed cells: 6,176
number of cells in Yosys stat: 5,055
Clock Path Buffers: 2
Unique cell types: 73
die area: 93,070 um2
AND/OR/NAND/NOR Cells, Area Fraction: 0.1625
fin crit share: 0.6498
Mux area share: 0.001553
Post-CTS Repair Setup Buffers: 0
area growth from synthesis to layout: 6.097%
xor/xnor share: 0.03623
ys flops: 193
worst-path maximum fanout: 22
filler cell count: 8,408
layout cells sized above 1: 0.02782
Synth top area share: 0.4463
Post-DP HPWL: 84.43 mm
final setup fails: 0
Syn Std Cell Area: 45,930 um2
area leader, netlist: fa_1
top cells by count: inv_1, fa_1, nand2_1
post-route cell area: 48,730 um2
largest cells by area after synthesis: fa_1, ha_1, inv_1
status: finished clean
clk sinks: 193
Final TNS setup: 0 ns
final cell utilization of the core: 0.5381
ys flop type: dfxtp_1
die span in x: 305.1 um
Vias/cell: 5.165
RSZ-0062 raised after global routing: no
fraction of registers with async set/reset: 0
hold_ws: 0.4480 ns
Rows: 110
TritonCTS clock tree: built
Initial DRC Count: 1,351
Min Clock Period, post-route: 9.487 ns
critical path endpoint category: flop
Initial Util: 0.5071
Cells after Synth: 5,055
non-filler cells, final: 6,210
FA/HA/MAJ Cells, Area Fraction: 0.5499
Pins Over Slew Limit: 0
CP cell instances: clkdlybuf4s50_1 > inv_1 > buf_4 > nor2_1 > fa_1 > fa_1 > fa_1 > fa_1 > fa_1 > inv_1 > fa_1 > inv_1 > ha_1 > and2_1 > and3_1 > and4_1 > a21boi_0 > o221a_2 > o2111ai_1 > a21oi_1 > nor3b_1
Max stage delay on crit path: 0.85 ns
Seq/Total Area, Yosys: 0.08413
Max-cap violations: 0
-- layer usage --
layer / vias to the layer above / wire (um) / track usage
met5: - / 0 / 0.001550
met2: 1084 / 49710 / 0.4094
li1: 14860 / - / -
met1: 16020 / 48520 / 0.4384
met3: 113 / 10160 / 0.09711
met4: 0 / 2566 / 0.04686
-- worst reg2reg max path, delay by kind of cell, from the launching register on --
kind                       cells  cell delay [ns]
DFF                            1             0.31
and+or+nand+nor                4             1.03
adders and majority gates      1             0.30
AOI/OAI and AO/OA              5             1.51
-- area by class of cell --
cell class | instances | area (um2) | share of cell area
tap | 1176 | 1471 | 0.03020
multi-input combinational | 3469 | 36840 | 0.7560
inverter | 1170 | 4392 | 0.09013
sequential | 193 | 3864 | 0.07929
antenna | 2 | 5.005 | 0.0001027
timing repair buffer | 168 | 1510 | 0.03099
clock inverter | 15 | 224.0 | 0.004596
clock buffer | 17 | 425.4 | 0.008730
-- stage by stage --
step	setup slack (ns)
after global routing	4.770
after floorplan	5.809
after detailed placement	4.684
after CTS	5.201
after global placement	4.701
final	5.113
-- cells by family (layout without fill, tap and decap cells) --
group | count (synthesis) | count (layout)
AND-OR/OR-AND | 350 | 350
XOR/XNOR | 190 | 190
adder cells (fa/ha/maj) | 1404 | 1404
buffers and inverters | 1393 | 1370
flip-flops | 193 | 193
multiplexers | 6 | 6
other | 0 | 2
AND/OR/NAND/NOR | 1519 | 1519
-- flip-flops by register name, indices dropped and copies added (netlist names) --
register and cells:
II 31, IR 31, RI 31, R_sum 17
I_sum_rounded 16, RR 31, SR 3, I_sum 17
R_sum_rounded 16
-- worst paths after layout --
path | startpoint | endpoint | slack (ns) | depth (start not counted)
hold reg to reg | SR[1] | SR[0] | 0.45 | 1
setup / recovery | B[15] | II[30] | 5.11 | 21
setup reg to reg | RI[4] | I_sum[30] | 11.31 | 10
hold / removal | SR[1] | SR[0] | 0.45 | 1
-- layout by cell type (no fill, tap or decap), types with 5 or more instances in the layout --
cell	synthesis	layout
nor2_1	242	242
nor3b_1	9	9
or2_2	6	6
and3_1	13	13
ha_1	380	380
nor2b_1	40	40
dfxtp_1	193	193
nand2_1	557	557
a21oi_1	86	86
and4_1	6	6
clkdlybuf4s50_1	0	98
buf_4	0	69
o21bai_1	19	19
clkbuf_16	0	17
o21a_1	22	22
xor2_1	78	78
or3_1	17	17
a21o_1	46	46
o21ai_0	58	58
fa_1	1024	1024
inv_1	1170	1170
a211oi_1	22	22
xnor2_1	112	112
and2_1	472	472
o21ai_1	5	5
nand2b_1	38	38
nand4_1	21	21
nor3_1	37	37
clkinv_8	0	6
a31oi_1	19	19
o211ai_1	9	9
nand3_1	44	44
