### /design/flow/config.mk
export PLATFORM = sky130hd
export DESIGN_NAME = cRAM
export DESIGN_NICKNAME = cRAM
export VERILOG_FILES = /design/flow/design.v
export SDC_FILE = /design/flow/constraint.sdc
export NUM_CORES = 4
export LEC_CHECK = 1
export CORE_UTILIZATION = 50
### /design/flow/constraint.sdc
current_design cRAM

set clk_period 9.6
set clk_io_pct 0.2

create_clock -name clk0 -period $clk_period [get_ports {clk}]

set non_clock_inputs [all_inputs -no_clocks]
set_input_delay [expr $clk_period * $clk_io_pct] -clock clk0 $non_clock_inputs
set_output_delay [expr $clk_period * $clk_io_pct] -clock clk0 [all_outputs]
### /design/flow/design.v
module cRAM #(
    parameter N = 32,
    word_size = 16,
    address_width = $clog2(N)
) (
    input wire clk,
    input wire [$clog2(N)-1:0] address1, address2,
    input wire wr_en, sel, read_en,  
    input wire [word_size*2-1: 0] in1, in2,
    output reg [word_size*2-1: 0] out1, out2,
    output reg o_valid, wr_complete
);
    reg [2*word_size-1: 0] memory1 [N-1: 0];
    always @(posedge clk) begin
        if (wr_en & sel) begin
            memory1[address1] <= in1;
            memory1[address2] <= in2;
        end
             out1 <= memory1[address1];
             out2 <= memory1[address2];
        wr_complete <= wr_en;
        o_valid <= read_en; 
    end
endmodule
### /design/flow/run.sh
#!/bin/bash
# OpenROAD 26Q1-2900-gdf79404cd8, Yosys 0.63+post, stock flow scripts
make -C /OpenROAD-flow-scripts/flow DESIGN_CONFIG=/design/flow/config.mk WORK_HOME=/design/flow/orfs finish
==> summary.txt <==
Numbers from the implementation run.

The run finished with clean final reports. Detailed routing inserted a total of 42800 vias. The vias per cell is 6.92. The count of cells resized by post-cts repair is 0.

The CTS buffer count is 119. Looking at hold timing, the worst path starts from memory1[5][30]. The worst IR drop on VDD is 0.172 mV. The floorplan-stage core utilization is 0.504. Per the log, the first TritonRoute iteration ended with a DRC count of 3370.

For reference, the top cells by area after synthesis are sky130_fd_sc_hd__edfxtp_1 (50%), sky130_fd_sc_hd__mux2_2 (18%), sky130_fd_sc_hd__mux2i_1 (17%). The die is 352 µm wide. The worst register-to-register path depth is 4. The count of buffers added on input and output ports is 143. The final number of hold-violating endpoints is 0.

The beginning of the worst register-to-register path is memory1[7][19]. The setup TNS after final layout is 0 ps. CTS reports a maximum clock tree buffer depth of 3.

The initial antenna violation count is 4. Per the timing report, the achievable frequency comes out to 190 MHz. After clock tree synthesis, the flow added hold-fix buffers numbering 0.

The layout has 9823 filler cells. The first-pass GRT wire length is 337000 µm. The fraction of the cycle the final worst path needs is 0.547. The number of global-route vias before repair is 42800.

The power per cell area is 161 nW/µm². The flop and latch count out of synthesis is 1090. The overflow left after global routing is 0.

The cell area after placement is 65000 µm². The worst hold-check path type is reg -> reg. The global router's overall resource usage is 0.423. The number of violations of the max-capacitance limit is 0.

The stat command in Yosys gives a chip area of 61300 µm². STA classifies the critical path startpoint as a primary input. Summing over the stages, the warning tally comes to 26. The final timing report lists a max-slew violation count of 0.

Along the worst hold path, the cell count comes to 4. The clock transition at the registers of the reported paths is 60 ps. Per the detailed-route log, wirelength across all metal layers totals 245000 µm. The share of final-layout standard cells stronger than drive strength 1 is 0.329. The area fraction of the largest cell type after synthesis is 0.501.

The leakage power total is 0.0251 µW. The routed length per placed instance is 39.7 µm. The transition time at the pin with the least slew margin is 1080 ps. Setup repair after global routing left no endpoint under its margin. In the Yosys report the total cell count is 4513. The DRC violation total left in the routed layout is recorded as 0. The top-level port count is 144.

The vertical die size is 352 µm. The relative slew slack is 0.278. The required time of the worst setup path is 10190 ps. The end point of the worst hold path is out2[30].

The worst-case clock skew is 18.4 ps. Row generation in the floorplan step produced 128 rows. The core area is 122000 µm². The number of instances in the synthesized netlist is 4513.

The register-to-register setup slack is 7790 ps. Counting the warning lines in the Yosys log gives 1. Counting every sink on the clock net gives 1090. The iteration tally of the first detailed-router pass is 7.

The final timing report derives a shortest allowable period of 5250 ps. At the later pin of the worst-skew pair, clock insertion delay measures 740 ps. The pin count of the biggest net entering global routing is 93. The cell taking the most area after synthesis is sky130_fd_sc_hd__edfxtp_1.

The peak fanout along the critical path is 42. Per the timing report, the most critical flop-to-flop path finishes at out2[19]. The post-synthesis cell type count is 37. The final weighted congestion recorded by global placement is 0.964. The root buffer cell is sky130_fd_sc_hd__clkbuf_16. TritonCTS built the clock tree. In this run the mean area of a mapped cell was 13.6 µm². The final report lists the setup-violating endpoint count as 0.

The count of nets left with antenna violations once routing finished came out at 0. Ranking logic cells in the layout by count gives the top entries sky130_fd_sc_hd__mux2i_1 (1024), sky130_fd_sc_hd__edfxtp_1 (1024), sky130_fd_sc_hd__mux2_2 (999). Detailed placement ended at an HPWL of 135000 µm. Per the CTS log, the maximum H-tree level is 3. The share of the Yosys chip area taken by registers is 0.523. The setup path with the least slack is of type in -> reg.

STA classifies the critical path endpoint as a flop. The data arrival time at the worst-slack endpoint is 5840 ps. The final standard cell area without fillers is 68800 µm². The buffers inserted during post-CTS setup optimization is 0. The area of the die is 124000 µm². Before any placement, the netlist area is recorded as 61300 µm².

The relative area change from synthesis to final layout is 12.1%.
==> Yosys cell counts, drive strengths merged <==
library cell / n
edfxtp: 1024
mux2: 1024
mux2i: 1024
o22ai: 524
clkbuf: 369
buf: 173
nor4: 128
nand2: 80
dfxtp: 66
nor2: 17
o21ai: 16
nand4b: 9
nand4bb: 9
or4b: 8
nand3: 7
nor3: 7
nand3b: 5
nand4: 4
o21bai: 4
or3: 4
or4bb: 3
nor3b: 2
or3b: 2
or4: 2
inv: 1
nand2b: 1
==> critical path, stage by stage <==
cell                      delay [ps]
sky130_fd_sc_hd__buf_8           330
sky130_fd_sc_hd__buf_4           650
sky130_fd_sc_hd__buf_4           720
sky130_fd_sc_hd__buf_4           540
sky130_fd_sc_hd__buf_4           640
sky130_fd_sc_hd__mux2i_1         310
sky130_fd_sc_hd__o22ai_1         100
sky130_fd_sc_hd__nor4_1          440
sky130_fd_sc_hd__nand2_1          90
==> worst max-delay path by stage <==
stage | end | from | cells after the start | slack (ps)
final | out1[9] | address1[1] | 9 | 4350
after global routing | out1[9] | address1[1] | 9 | 4130
after CTS | out1[9] | address1[1] | 9 | 4390
==> report_power, final <==
| part | internal (µW) | switching (µW) |
|---|---|---|
| Combinational | 509 | 665 |
| Sequential | 5300 | 46.6 |
| Clock | 2580 | 1960 |
| Total | 8390 | 2670 |
==> per-stage QoR <==
step	std cells	hold WS (ps)	setup slack (ps)	utilization	power, µW
2_1_floorplan	4513	602	3850	-	6130
3_3_place_gp	5957	663	3740	0.534	6590
3_5_place_dp	5957	665	3610	0.534	6590
4_1_cts	6182	683	4390	0.565	11100
5_1_grt	6182	726	4130	0.565	11300
6_report	6185	684	4350	0.565	11100
==> logic make-up after synthesis <==
logic type      after synthesis  synth area share
mux                        2048             0.355
flops                      1090             0.523
compound gates              544            0.0552
buf+inv                     543            0.0379
simple gates                288            0.0289
==> area by class of cell <==
type	count	area (µm²)	share of cell area
Inverter	1	3.75	0.0000546
Tap cell	1625	2030	0.0296
Clock inverter	47	313	0.00455
Antenna cell	3	7.51	0.000109
Multi-Input combinational cell	2880	27700	0.403
Sequential cell	1090	32100	0.466
Timing Repair Buffer	361	3110	0.0452
Clock buffer	178	3490	0.0508
==> sequential cells by signal, summed over array words and instances, names as in the netlist <==
register	cells
o_valid	1
memory1	1024
out1	32
out2	32
wr_complete	1
==> layer usage <==
metal,share of wire,global-route usage,up-vias
met5,0.0023,0.0250,-
met4,0.054,0.166,19
met3,0.16,0.279,727
met2,0.43,0.581,2922
met1,0.35,0.548,21400
li1,-,-,17700
No activity file was given, so power comes from the tool's default toggle rates.
